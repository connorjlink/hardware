`run.sh`:
```
#!/bin/bash
# OpenROAD 26Q1-2900-gdf79404cd8, Yosys 0.63+post, stock flow scripts
make -C /OpenROAD-flow-scripts/flow DESIGN_CONFIG=/design/flow/config.mk WORK_HOME=/design/flow/orfs finish
```
`config.mk`:
```
export PLATFORM = sky130hd
export DESIGN_NAME = sp
export DESIGN_NICKNAME = sp
export VERILOG_FILES = /design/flow/design.v
export SDC_FILE = /design/flow/constraint.sdc
export NUM_CORES = 4
export LEC_CHECK = 1
export CORE_AREA = 10 10 98 98
export DIE_AREA = 0 0 108 108
```
`constraint.sdc`:
```
current_design sp

set clk_period 3.7
set clk_io_pct 0.2

create_clock -name clk0 -period $clk_period [get_ports {clk}]

set non_clock_inputs [all_inputs -no_clocks]
set_input_delay [expr $clk_period * $clk_io_pct] -clock clk0 $non_clock_inputs
set_output_delay [expr $clk_period * $clk_io_pct] -clock clk0 [all_outputs]
```
`design.v`:
```
module sp
(
    input d,  
    input en,
    input clk, rst,
    output reg[15:0] q
);
    reg[14:0] sp;
    initial
    begin
        sp <= 15'h7FFF;
    end
    always @(posedge clk)
    begin
        if (rst)
        begin
            sp <= 15'h7FFF;
            q <= 15'h7FFF;
        end
        else
        begin
            if (en)
            begin
                if (d)
                    sp--;
                else 
                    sp++;
            end
            q <= { 1'b0, sp };
        end
    end
endmodule
```
==> impl_metrics.ini <==
; synthesis and place-and-route metrics
[route]
wirelength_um = 3140
via_per_inst = 4.22
first_iter_violations = 59
first_pass_iters = 4
wire_per_inst_um = 11.1
antenna-diode-count = 0
vias = 1194
drc = 0
ant_nets = 0

[pwr]
p_int_uw = 656
swShare_pct = 29.6
comb_power_share_pct = 29.6
p_leak_nw = 0.711
total_power_uw = 931
clkPwrFrac_pct = 29.0
power_density_nw_per_um2 = 498
vdd_drop_max_mv = 0.108
p_switching_uw = 276
pwr-share-seq_pct = 41.4

[logic_synthesis]
edf_count = 0
synthFlopType = dfxtp_1
synthArstFlopShare_pct = 0
syn_area_um2 = 1490
syn_inst = 160
syn_avg_cell_area_um2 = 9.33
ys_cells = 160
ys_seq_share_pct = 40.2
synth_cell_type_count = 41
synth-area-yosys_um2 = 1490
synth_warnings = 1
ys_ff = 30

[final_layout]
fillers = 799
final_cells = 283
area_growth_pct = 25.2
drive_gt1_share_pct = 10.5

[placement]
gp_congestion = 0.903
dp_hpwl_um = 2290
dp_cells = 275
port_buffers = 18

[clocking]
cts.sink_count = 30
clk_pin_slew_ns = 0.06
cts_resized = 0
clk_latency_ns = 0.28
cts_max_level = 2
cts_setup_buffers = 0
clock-root-buffer = clkbuf_8
cts_buffer_depth = 2
cts_buffers = 5
ctsHoldBuffers = 0
tritoncts = yes

[setup_path]
r2r_cells = 7
cp_num_buf_inv = 1
cp.depth = 8
slowest_delay_ns = 0.65
slowest_stage = clkdlybuf4s50_1
required_ns = 3.89
critPathMaxFanout = 11
worst_setup_path_end_kind = register
cp.arrival_ns = 3.21
crit_path_start_kind = primary input
crit_family = AND-OR/OR-AND gates
crit_type = primary input to register
crit_path_cell_trace = clkdlybuf4s50_1 > fa_1 > a211oi_2 > o21ai_1 > and2_2 > a221oi_1 > nor4_1 > nor3_1

[flow_run]
maxCapViolCount = 0
log.warning_count = 25

[die]
die_w_um = 108
die_h_um = 108
initCoreUtil_pct = 19.5
die_area_um2 = 11700
num_io_pins = 20
rows = 32
core_area_um2 = 7650

[sta]
fmax_mhz = 331
final-hold-violation-count = 0
tightest_slew_ns = 0.659
rsz0062_at_grt = false
slew_violations = 0
post-route-period-util_pct = 81.6
setup_violations = 0
setup-tns-final_ns = 0
finalCriticalPeriod_ns = 3.02
worst_clock_skew_ns = 0.00646
relSlewSlack_pct = 56.0

[hold_path]
hp-class = register to register
hold_path_depth = 2

[run_status]
status = finished, final reports clean

[global_route]
grt_first_pass_wirelength_um = 5330
grt_pass1_vias = 1169
grt_max_degree = 19
antenna_found_initial = 0
grt_overflow = 0
track_usage_pct = 5.43
-- cells in the mapped netlist, types with 3 or more instances --
master | n | area [um^2]
a21oi_1 | 18 | 90.1
nand2_1 | 8 | 30.0
inv_1 | 4 | 15.0
a31oi_1 | 3 | 18.8
o21ai_0 | 14 | 70.1
nor2b_1 | 3 | 18.8
ha_1 | 13 | 163
or2_2 | 3 | 18.8
a21o_1 | 4 | 30.0
dfxtp_1 | 30 | 601
clkbuf_1 | 4 | 15.0
a211oi_1 | 3 | 22.5
o21ai_1 | 5 | 25.0
o21a_1 | 3 | 22.5
nor2_1 | 8 | 30.0
xnor2_1 | 7 | 61.3
-- layout make-up --
class	instances	area, um^2	share of cell area [%]
Sequential cell	30	601	32.1
Clock buffer	6	82.6	4.42
Timing Repair Buffer	19	188	10.0
Tap cell	102	128	6.83
Clock inverter	2	12.5	0.669
Multi-Input combinational cell	120	843	45.1
Inverter	4	15.0	0.803
-- state kept, by name, summed over array words and instances, names as in the netlist --
register / cells
sp: 15
q: 15
-- cells in the final DEF (no fill, tap or decap), drive strengths merged, types with 5 or more instances in the layout --
cell type,instances
a21o,5
clkdlybuf4s50,18
nand2,8
xnor2,7
ha,13
o21ai,19
clkbuf,6
nor2,8
a21oi,18
dfxtp,30
-- power by group through the flow --
stage | Combinational, mW | Sequential [mW] | Clock [mW]
after global routing | 0.311 | 0.392 | 0.300
after CTS | 0.278 | 0.387 | 0.279
final | 0.276 | 0.386 | 0.270
-- tightest hold or removal path, cell delays in order (launching register included) --
cell	delay (ns)
dfxtp_1	0.34
a21oi_1	0.06
o21ai_0	0.08
-- logic make-up (layout without fill, tap and decap cells) --
family	after synthesis	after routing	share of synthesized area, %
buffers and inverters	10	31	3.27
DFF	30	30	40.2
adders and majority gates	14	14	12.2
muxes	2	2	1.68
and+or+nand+nor	33	33	11.2
xor gates and xnor gates	9	9	5.28
other	1	1	0.251
AOI/OAI and AO/OA	61	61	25.8
-- through the flow --
stage               hold WS, ns  util [%]  area [um^2]  worst slack [ns]
detailed placement        0.499      23.2         1770             0.420
finish                    0.514      24.4         1870             0.680
floorplan                 0.465         -         1490              1.35
global placement          0.501      23.2         1770             0.449
CTS                       0.520      24.4         1870             0.674
global route              0.553      24.4         1870             0.497
-- routing by layer --
metal / track usage [%] / part of all wire [%] / vias to the layer above
li1: - / - / 618
met1: 7.03 / 45 / 543
met2: 8.75 / 45 / 28
met3: 1.69 / 7.1 / 5
met4: 1.15 / 2.0 / 0
met5: 0 / 0 / -
-- final timing paths --
| check | start | endpoint | slack [ns] |
|---|---|---|---|
| hold / removal | sp[13] | q[13] | 0.51 |
| setup / recovery | d | sp[12] | 0.68 |
| hold reg to reg | sp[13] | q[13] | 0.51 |
| setup reg to reg | sp[0] | sp[12] | 1.48 |
Power and IR drop assume default switching activity.
