==> /design/flow/design.v <==
module reg_std
(
    input[7:0] d, 
    input en,
    input clk,
    output reg[7:0] q
);
    always @(posedge clk)
    begin
        if (en)
            q <= d;
    end
endmodule
module reg_rst
(
    input[7:0] d,
    input we,
    input clk, rst,
    output reg[7:0] q
);
    initial
    begin
        q <= 8'b0;
    end
    always @(posedge clk)
    begin
        if (we && !rst)
            q <= d;
        else if (rst)
            q <= 8'b0;
    end
endmodule
==> /design/flow/run.sh <==
#!/bin/bash
# OpenROAD 26Q1-2900-gdf79404cd8, Yosys 0.63+post, stock flow scripts
make -C /OpenROAD-flow-scripts/flow DESIGN_CONFIG=/design/flow/config.mk WORK_HOME=/design/flow/orfs finish
==> /design/flow/config.mk <==
export PLATFORM = sky130hd
export DESIGN_NAME = reg_rst
export DESIGN_NICKNAME = reg_rst
export VERILOG_FILES = /design/flow/design.v
export SDC_FILE = /design/flow/constraint.sdc
export NUM_CORES = 4
export LEC_CHECK = 1
export CORE_AREA = 10 10 70 70
export DIE_AREA = 0 0 80 80
==> /design/flow/constraint.sdc <==
current_design reg_rst

set clk_period 1.5
set clk_io_pct 0.2

create_clock -name clk0 -period $clk_period [get_ports {clk}]

set non_clock_inputs [all_inputs -no_clocks]
set_input_delay [expr $clk_period * $clk_io_pct] -clock clk0 $non_clock_inputs
set_output_delay [expr $clk_period * $clk_io_pct] -clock clk0 [all_outputs]
==> flow_summary_export.csv <==
group,metric,value,unit
run_status,outcome,"finished, final reports clean",
critical_path,critPathMaxFanout,1,
synthesis,yosys_most_used_dff,"edfxtp_1",
synthesis,postSynthSeqShare,0.759,
sta,grt_setup_unrepaired,"no",
route,diodes,0,
power,intPower,0.417,mW
power,p_seq_frac,0.542,
power,irDropWorstVdd,255,uV
critical_path,crit_end,"q[0]",
global_route,grt_use_total,0.0204,
floorplan,die_y,80,um
final_layout,layout-drive-gt1-share,0.125,
sta,setup-violations-final,0,
power,leakage,0.237,nW
floorplan,rows,21,
synthesis,synth.distinct_cells,3,
sta,worst_slew_pin_slew,0.312,ns
sta,hold_violations,0,
global_route,grt_pass1_vias,242,
critical_path,crit_chain,"clkdlybuf4s50_1",
sta,slew_headroom,0.792,
final_layout,largestRegisters,"q x8",
place,portBuffers,18,
clock_tree,cts_hold_buffers,0,
clock_tree,root_buffer,"clkbuf_4",
clock_tree,h-tree-depth,1,
critical_path,cp-start-kind,"register",
clock_tree,tritoncts,"done",
sta,period_needed,1.34,ns
power,power_density,843,nW/um^2
floorplan,initCoreUtil,0.0927,
clock_tree,numCtsBuffers,3,
critical_path,critPathKind,"register to output pin",
synthesis,ys_top_cells_by_count,"8 x and3b_1, 8 x edfxtp_1, 1 x or2_1",
critical_path,path_buffers,1,
sta,final_max_slew_viol_count,0,
critical_path,max_stage_delay,0.48,ns
power,pwr-share-comb,0.153,
route,dr.first_iter.drc_count,0,
clock_tree,cts_setup_buffers,0,
floorplan,ios,19,
worst_hold_path,min_path_type,"primary input to register",
final_layout,syn_to_final_growth,87.0,%
critical_path,crit_arrival,1.04,ns
critical_path,timing.critical_path.from,"q[0]$_SDFFCE_PN0P_",
global_route,grt_max_degree,9,
synthesis,ys_area,317,um^2
critical_path,critPathTopFamily,"buffers and inverters",
power,switchingPower,0.0815,mW
route,via_per_inst,2.52,
final_layout,largest_reg_flops,8,
synthesis,syn-cell-area,317,um^2
critical_path,crit_path_top_delay_cell,"clkdlybuf4s50_1",
synthesis,synthCells,17,
floorplan,fp.dieW,80,um
route,wl_per_cell,8.42,um
run,warnings,25,
place,gp_congestion,0.726,
final_layout,flop_area,240,um^2
route,dr.pass1.iters,1,
critical_path,critPathRequiredTime,1.20,ns
global_route,grt_antenna_before_repair,0,
clock_tree,ctsResizeCount,0,
route,wl,724,um
sta,max_freq,744,MHz
synthesis,top_cells_by_area,"edfxtp_1 76%, and3b_1 22%, or2_1 2.0%",
final_layout,top_register,"q",
synthesis,top_cell_area_share,0.759,
critical_path,crit_path_end_kind,"output pin",
synthesis,largest_area_cell,"edfxtp_1",
clock_tree,cts.sinks,8,
synthesis,synth-edff-count,8,
synthesis,numSynthFlops,8,
clock_tree,clockBufferDepth,2,
sta,min_period_over_period,0.895,
clock_tree,clk_pin_slew_worst_paths,0.05,ns
run,cap_violations,0,
final_layout,final-comb-area,76.3,um^2
global_route,gr-total-overflow,0,
final_layout,finalCoreUtilization,0.173,
sta,timing.setup.tns,0,ns
route,postRouteAntennaNets,0,
final_layout,fillerInstances,404,
power,switching_share,0.164,
route,drc,0,
floorplan,die-area,6400,um^2
route,vias,217,
critical_path,cp.depth,1,
synthesis,synth_warnings,1,
floorplan,core,3420,um^2
synthesis,ys_cells,17,
power,clock_power_share,0.304,
global_route,grt_pass1_wl,993,um
synthesis,async_flop_share,0,
synthesis,synth_area_per_cell,18.6,um^2
-- cell usage in the layout (no fill, tap or decap) --
master / n
clkdlybuf4s50_1: 18
and3b_1: 8
edfxtp_1: 8
clkbuf_4: 3
buf_4: 2
or2_1: 1
-- worst min-delay path by stage --
stage     startpoint            endpoint  slack (ns)  cells past startpoint
4_1_cts         d[1]  q[1]$_SDFFCE_PN0P_        0.74                      2
5_1_grt         d[7]  q[7]$_SDFFCE_PN0P_        0.76                      2
6_report        d[1]  q[1]$_SDFFCE_PN0P_        0.75                      2
-- area by class of cell --
class / count / share of cell area
flip-flops and latches: 8 / 0.406
repair buffers: 20 / 0.330
multi-input cells: 9 / 0.129
clock buffers: 3 / 0.0381
well taps: 46 / 0.0973
-- power by group through the flow --
stage                 clock network (mW)  registers (mW)  logic (mW)
final                              0.152           0.270      0.0764
after global routing               0.159           0.273      0.0827
after CTS                          0.160           0.271      0.0796
-- layer usage --
metal,wire length [um],vias to the layer above,global-route usage
li1,-,114,-
met2,402,13,0.0417
met1,250,88,0.0144
met3,62,2,0.0102
met5,0,-,0
met4,9,0,0.00880
-- metrics by stage --
step                      instances  total power [mW]  hold slack, ns  area [um^2]  worst slack, ns
after floorplan                  17             0.281           0.533          317            0.605
after global placement           83             0.353           0.999          569            0.123
after detailed placement         83             0.355           0.999          569           0.0988
after CTS                        86             0.510           0.740          592            0.130
after global routing             86             0.515           0.760          592            0.112
final                            86             0.499           0.748          592            0.157
-- logic make-up after synthesis --
family           after synthesis  share of synthesized area
flip-flops                     8                      0.759
AND/OR/NAND/NOR                9                      0.241
Power is estimated from default activity; no workload was simulated.
