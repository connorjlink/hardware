--- ./design.v ---
module address_generation_unit
(
    input[15:0] address_in,
    input[7:0] data_in,
    input decompose_write_enable, decompose_read_low, decompose_read_high,
    input compose_read_enable, compose_write_low, compose_write_high,
    input clock, reset,
    output logic[15:0] address_out,
    output logic[7:0] data_out
);
    logic[15:0] compose_memory, decompose_memory;
    initial
    begin
        compose_memory <= 16'h0; 
                  decompose_memory <= 16'h0; 
                       address_out <= 16'bz; 
                          data_out <= 8'bz;
    end
    always @(posedge clock)
    begin
        if (reset)
        begin
            compose_memory <= 16'h0; 
                  decompose_memory <= 16'h0; 
                       address_out <= 16'bz; 
                          data_out <= 8'bz;
        end
        else
        begin
            if (decompose_write_enable) decompose_memory = address_in;
                 if (compose_write_low)  compose_memory[7:0]  = data_in;
            else if (compose_write_high) compose_memory[15:8] = data_in;
                 if (decompose_read_low)  data_out = decompose_memory[7:0];
            else if (decompose_read_high) data_out = decompose_memory[15:8];
            if (compose_read_enable || (!decompose_read_low && !decompose_read_high)) 
                data_out = compose_memory;
            else 
                data_out = 16'bz;
        end
    end
endmodule 
--- ./run.sh ---
#!/bin/bash
# OpenROAD 26Q1-2900-gdf79404cd8, Yosys 0.63+post, stock flow scripts
make -C /OpenROAD-flow-scripts/flow DESIGN_CONFIG=/design/flow/config.mk WORK_HOME=/design/flow/orfs finish
--- ./config.mk ---
export PLATFORM = sky130hd
export DESIGN_NAME = address_generation_unit
export DESIGN_NICKNAME = address_generation_unit
export VERILOG_FILES = /design/flow/design.v
export SDC_FILE = /design/flow/constraint.sdc
export NUM_CORES = 4
export LEC_CHECK = 1
export CORE_AREA = 10 10 78 78
export DIE_AREA = 0 0 88 88
--- ./constraint.sdc ---
current_design address_generation_unit

set clk_period 1.0
set clk_io_pct 0.2

create_clock -name clk0 -period $clk_period [get_ports {clock}]

set non_clock_inputs [all_inputs -no_clocks]
set_input_delay [expr $clk_period * $clk_io_pct] -clock clk0 $non_clock_inputs
set_output_delay [expr $clk_period * $clk_io_pct] -clock clk0 [all_outputs]
==> impl_metrics.ini <==
; implementation run metrics
[sta]
worst_clock_skew_ns = 0.001208
post-route-period-util_pct = 96.61
report.final.slew_viol_count = 0
report.final.hold_viol_count = 0
setup_viol = 0
max_freq_mhz = 1035
fin_tns_setup_ns = 0
setup_ws_ns = 0.03390
unrepaired_setup_endpoints_after_global_routing = no
final.min_clock_period_ns = 0.9661

[die]
initial_utilization_pct = 14.17
die_h_um = 88
core_area_mm2 = 0.004414
core.rowCount = 24
design.portCount = 56
die_width_um = 88
die_area_mm2 = 0.007744

[routing]
ant_nets = 0
routedWlPerCell_um = 10.18
vias_per_cell = 2.784
post_route_drc_violation_count = 0
routed-via-count = 348
drt_pass1_iterations = 2
drt_iter0_drc = 10
wl_mm = 1.272
antenna-diode-count = 0

[finish]
stdcell_count = 125
nFillCells = 471
area_delta_synth_final_pct = 41.40
drive_gt1_share_pct = 26.03
final_core_util_pct = 20.04

[clocking]
setup_repair_bufs_after_cts = 0
cts.sink_count = 16
h-tree-depth = 1
tritoncts_buffers = 3
clock_slew_at_reported_path_ffs_ns = 0.06
worstSkewPairLatency_ns = 0.24
cts_buffer_depth = 2
cts_tree = built
post_cts_hold_buffer_count = 0
root_buffer = clkbuf_8

[logic_synthesis]
yosys.area_share.aoi_pct = 0
synth-seq-area-share_pct = 51.20
yosys.area.top_type_share_pct = 51.20
mappedNetlistArea_um2 = 625.6
synth_simple_gate_area_share_pct = 8.000
mux_area_share_pct = 19.20
xor_area_share_pct = 0
yosys.area_share.adder_pct = 0
synthArstFlopShare_pct = 0
synth.cells.most_frequent = buf_4 (16), dfxtp_1 (16), mux2_4 (8), nor2b_1 (8)
post_synth_edffs = 0
netlist.top_cell.by_area = dfxtp_1
top_cells_by_area = dfxtp_1 (51%), buf_4 (19%), mux2_4 (19%)
flop_cell = dfxtp_1
postSynthCellCount = 50
ys_cells = 50
netlist_logic_family_top = buffers and inverters
synth-seq-cells = 16
yosysWarningCount = 6
synth_cell_types = 6
yosys_area_um2 = 625.6
post_synth.cell_area_avg_um2 = 12.51

[flow_run]
tool_warning_count = 46
max-cap-violations = 0

[global_route]
first_pass_grt_wire_length_mm = 1.842
grt-ovfl-total = 0
antenna_found_initial = 0
gr-usage-all-layers_pct = 2.968
grt_start_max_net_pins = 10
grt_pass1_vias = 401

[hold_path]
min-delay-path-class = reg2reg

[place]
routabilityCongestion = 0.6160
total_of_buffers_placed_on_input_and_output_ports = 18
dp_cells = 121
hpwlAfterDp_mm = 1.043
detailedPlace.worstSlack_ns = -0.4031

[outcome]
run_status = completed

[critical_path]
path_buffers = 1
required_time_worst_endpoint_ns = 0.80
endpoint_kind = primary output
startpoint_type = register
path_max_fanout = 1
timing.critical_path.arrival_ns = 0.77
slowest_stage = dfxtp_1
cp_cell_sequence = dlygate4sd2_1
path_delay_family = flip-flops
critPathMaxStageDelay_ns = 0.29
timing_worst_setup_path_type = reg2out

[pwr]
leakage_nw = 0.4002
power_per_cell_area_mw_per_mm2 = 1599
total_power_mw = 1.415
power.ir.vdd_worst_v = 0.0003539
-- cells in the final DEF (no fill, tap or decap) --
cell and n:
clkdlybuf4s50_1 9, clkbuf_8 4, buf_4 2, mux2_4 8, clkdlybuf4s15_1 4, dfxtp_1 12, buf_12 1, dlygate4sd2_1 5
nor2b_1 8, dfxtp_2 4, conb_1 16
-- per-layer routing --
layer	up-vias	part of all wire (%)	track usage, %
met1	153	43	3.744
met3	4	9.5	0.8419
met5	-	0	0
met4	0	1.7	0.7246
met2	22	45	4.894
li1	169	-	-
-- kinds of logic (layout without fill, tap and decap cells) --
kind of cell / count (synthesis) / in the layout
flops: 16 / 16
simple gates: 8 / 8
buf+inv: 17 / 25
other cells: 1 / 16
mux: 8 / 8
-- power breakdown --
part | leakage, nW | internal, mW | switching, mW | total (mW)
logic | 0.238 | 0.121 | 0.0442 | 0.165
registers | 0.134 | 0.686 | 0.0110 | 0.697
clock network | 0.0288 | 0.349 | 0.205 | 0.553
total | 0.400 | 1.16 | 0.260 | 1.41
-- stage by stage --
step	area, um^2	hold slack, ns
after floorplan	681.9	0.2716
after global placement	830.8	0.4529
after detailed placement	830.8	0.4507
after CTS	879.6	0.4699
after global routing	884.6	0.4771
final	884.6	0.4670
-- sequential cells by signal, summed over array words and instances, names as in the netlist --
name / cells
data_out: 8
compose_memory: 8
-- final cells by class --
| class | instances | area (um^2) | share of cell area (%) |
|---|---|---|---|
| Sequential cell | 16 | 325.3 | 36.78 |
| Multi-Input combinational cell | 32 | 230.2 | 26.03 |
| Timing Repair Buffer | 21 | 209.0 | 23.62 |
| Tap cell | 52 | 65.06 | 7.355 |
| Clock buffer | 4 | 55.05 | 6.223 |
-- what timing repair did --
action,CTS,global route
pin swaps,0,0
endpoints found under the setup margin,24,2
gates resized,13,4
-- path summary, 6_finish.rpt --
kind | startpoint | endpoint | slack (ns) | cells past startpoint
worst min register to register | compose_memory[7]$_SDFF_PP0_ | data_out[7]$_DFF_P_ | 0.47 | 1
worst max register to register | compose_memory[2]$_SDFF_PP0_ | compose_memory[2]$_SDFF_PP0_ | 0.20 | 2
worst min-delay path | compose_memory[7]$_SDFF_PP0_ | data_out[7]$_DFF_P_ | 0.47 | 1
worst max-delay path | data_out[5]$_DFF_P_ | data_out[5] | 0.03 | 1
Power is estimated from default activity; no workload was simulated.
